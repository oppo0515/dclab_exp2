==> design/flow/design.v <==
module Proj2(
	clk,
	reset,
	ready,
	we,
	oe,
	start,
	reg_sel,
	addr,
	data_i,
	data_o
);
	input        clk;
	input        reset;
	output       ready;
	input        we;
	input        oe;
	input        start;
	input  [1:0] reg_sel;
	input  [4:0] addr;
	input  [7:0] data_i;
	output [7:0] data_o;
	reg          ready;
	reg    [7:0] data_o;
	reg  [255:0] a_0;
	reg  [255:0] a_1;
	reg  [255:0] a_2;
	reg  [255:0] a_3;
	reg  [255:0] a_0_next;
	reg  [255:0] a_1_next;
	reg  [255:0] a_2_next;
	reg  [255:0] a_3_next;
	reg          ready_next;
	wire   [7:0] addr_start;
	wire   [7:0] addr_end;
	wire         done;
	wire [255:0] a_0_result;
	assign addr_start = {addr, 3'b000};
	assign addr_end   = {addr, 3'b111};
	always @(*)begin
		a_0_next = a_0;
		a_1_next = a_1;
		a_2_next = a_2;
		a_3_next = a_3;
		data_o   = 8'b0;
		ready_next = ready;
		if(!ready) begin
			if(we) begin
				case(reg_sel)
					2'b00:	case(addr)
								5'd0:a_0_next[7:0] = data_i;
								5'd1:a_0_next[15:8] = data_i;
								5'd2:a_0_next[23:16] = data_i;
								5'd3:a_0_next[31:24] = data_i;
								5'd4:a_0_next[39:32] = data_i;
								5'd5:a_0_next[47:40] = data_i;
								5'd6:a_0_next[55:48] = data_i;
								5'd7:a_0_next[63:56] = data_i;
								5'd8:a_0_next[71:64] = data_i;
								5'd9:a_0_next[79:72] = data_i;
								5'd10:a_0_next[87:80] = data_i;
								5'd11:a_0_next[95:88] = data_i;
								5'd12:a_0_next[103:96] = data_i;
								5'd13:a_0_next[111:104] = data_i;
								5'd14:a_0_next[119:112] = data_i;
								5'd15:a_0_next[127:120] = data_i;
								5'd16:a_0_next[135:128] = data_i;
								5'd17:a_0_next[143:136] = data_i;
								5'd18:a_0_next[151:144] = data_i;
								5'd19:a_0_next[159:152] = data_i;
								5'd20:a_0_next[167:160] = data_i;
								5'd21:a_0_next[175:168] = data_i;
								5'd22:a_0_next[183:176] = data_i;
								5'd23:a_0_next[191:184] = data_i;
								5'd24:a_0_next[199:192] = data_i;
								5'd25:a_0_next[207:200] = data_i;
								5'd26:a_0_next[215:208] = data_i;
								5'd27:a_0_next[223:216] = data_i;
								5'd28:a_0_next[231:224] = data_i;
								5'd29:a_0_next[239:232] = data_i;
								5'd30:a_0_next[247:240] = data_i;
								5'd31:a_0_next[255:248] = data_i;
								default:a_0_next = a_0;
							endcase
					2'b01:case(addr)
								5'd0:a_1_next[7:0] = data_i;
								5'd1:a_1_next[15:8] = data_i;
								5'd2:a_1_next[23:16] = data_i;
								5'd3:a_1_next[31:24] = data_i;
								5'd4:a_1_next[39:32] = data_i;
								5'd5:a_1_next[47:40] = data_i;
								5'd6:a_1_next[55:48] = data_i;
								5'd7:a_1_next[63:56] = data_i;
								5'd8:a_1_next[71:64] = data_i;
								5'd9:a_1_next[79:72] = data_i;
								5'd10:a_1_next[87:80] = data_i;
								5'd11:a_1_next[95:88] = data_i;
								5'd12:a_1_next[103:96] = data_i;
								5'd13:a_1_next[111:104] = data_i;
								5'd14:a_1_next[119:112] = data_i;
								5'd15:a_1_next[127:120] = data_i;
								5'd16:a_1_next[135:128] = data_i;
								5'd17:a_1_next[143:136] = data_i;
								5'd18:a_1_next[151:144] = data_i;
								5'd19:a_1_next[159:152] = data_i;
								5'd20:a_1_next[167:160] = data_i;
								5'd21:a_1_next[175:168] = data_i;
								5'd22:a_1_next[183:176] = data_i;
								5'd23:a_1_next[191:184] = data_i;
								5'd24:a_1_next[199:192] = data_i;
								5'd25:a_1_next[207:200] = data_i;
								5'd26:a_1_next[215:208] = data_i;
								5'd27:a_1_next[223:216] = data_i;
								5'd28:a_1_next[231:224] = data_i;
								5'd29:a_1_next[239:232] = data_i;
								5'd30:a_1_next[247:240] = data_i;
								5'd31:a_1_next[255:248] = data_i;
								default:a_1_next = a_1;
							endcase
					2'b10:case(addr)
								5'd0:a_2_next[7:0] = data_i;
								5'd1:a_2_next[15:8] = data_i;
								5'd2:a_2_next[23:16] = data_i;
								5'd3:a_2_next[31:24] = data_i;
								5'd4:a_2_next[39:32] = data_i;
								5'd5:a_2_next[47:40] = data_i;
								5'd6:a_2_next[55:48] = data_i;
								5'd7:a_2_next[63:56] = data_i;
								5'd8:a_2_next[71:64] = data_i;
								5'd9:a_2_next[79:72] = data_i;
								5'd10:a_2_next[87:80] = data_i;
								5'd11:a_2_next[95:88] = data_i;
								5'd12:a_2_next[103:96] = data_i;
								5'd13:a_2_next[111:104] = data_i;
								5'd14:a_2_next[119:112] = data_i;
								5'd15:a_2_next[127:120] = data_i;
								5'd16:a_2_next[135:128] = data_i;
								5'd17:a_2_next[143:136] = data_i;
								5'd18:a_2_next[151:144] = data_i;
								5'd19:a_2_next[159:152] = data_i;
								5'd20:a_2_next[167:160] = data_i;
								5'd21:a_2_next[175:168] = data_i;
								5'd22:a_2_next[183:176] = data_i;
								5'd23:a_2_next[191:184] = data_i;
								5'd24:a_2_next[199:192] = data_i;
								5'd25:a_2_next[207:200] = data_i;
								5'd26:a_2_next[215:208] = data_i;
								5'd27:a_2_next[223:216] = data_i;
								5'd28:a_2_next[231:224] = data_i;
								5'd29:a_2_next[239:232] = data_i;
								5'd30:a_2_next[247:240] = data_i;
								5'd31:a_2_next[255:248] = data_i;
								default:a_2_next = a_2;
							endcase
					2'b11:case(addr)
								5'd0:a_3_next[7:0] = data_i;
								5'd1:a_3_next[15:8] = data_i;
								5'd2:a_3_next[23:16] = data_i;
								5'd3:a_3_next[31:24] = data_i;
								5'd4:a_3_next[39:32] = data_i;
								5'd5:a_3_next[47:40] = data_i;
								5'd6:a_3_next[55:48] = data_i;
								5'd7:a_3_next[63:56] = data_i;
								5'd8:a_3_next[71:64] = data_i;
								5'd9:a_3_next[79:72] = data_i;
								5'd10:a_3_next[87:80] = data_i;
								5'd11:a_3_next[95:88] = data_i;
								5'd12:a_3_next[103:96] = data_i;
								5'd13:a_3_next[111:104] = data_i;
								5'd14:a_3_next[119:112] = data_i;
								5'd15:a_3_next[127:120] = data_i;
								5'd16:a_3_next[135:128] = data_i;
								5'd17:a_3_next[143:136] = data_i;
								5'd18:a_3_next[151:144] = data_i;
								5'd19:a_3_next[159:152] = data_i;
								5'd20:a_3_next[167:160] = data_i;
								5'd21:a_3_next[175:168] = data_i;
								5'd22:a_3_next[183:176] = data_i;
								5'd23:a_3_next[191:184] = data_i;
								5'd24:a_3_next[199:192] = data_i;
								5'd25:a_3_next[207:200] = data_i;
								5'd26:a_3_next[215:208] = data_i;
								5'd27:a_3_next[223:216] = data_i;
								5'd28:a_3_next[231:224] = data_i;
								5'd29:a_3_next[239:232] = data_i;
								5'd30:a_3_next[247:240] = data_i;
								5'd31:a_3_next[255:248] = data_i;
								default:a_3_next = a_3;
							endcase
					default:a_0_next = a_0;
				endcase
			end
			else if(oe) begin
				case(reg_sel)				
					2'b00:	case(addr)
								5'd0:data_o = a_0_next[7:0];
								5'd1:data_o = a_0_next[15:8];
								5'd2:data_o = a_0_next[23:16];
								5'd3:data_o = a_0_next[31:24];
								5'd4:data_o = a_0_next[39:32];
								5'd5:data_o = a_0_next[47:40];
								5'd6:data_o = a_0_next[55:48];
								5'd7:data_o = a_0_next[63:56];
								5'd8:data_o = a_0_next[71:64];
								5'd9:data_o = a_0_next[79:72];
								5'd10:data_o = a_0_next[87:80];
								5'd11:data_o = a_0_next[95:88];
								5'd12:data_o = a_0_next[103:96];
								5'd13:data_o = a_0_next[111:104];
								5'd14:data_o = a_0_next[119:112];
								5'd15:data_o = a_0_next[127:120];
								5'd16:data_o = a_0_next[135:128];
								5'd17:data_o = a_0_next[143:136];
								5'd18:data_o = a_0_next[151:144];
								5'd19:data_o = a_0_next[159:152];
								5'd20:data_o = a_0_next[167:160];
								5'd21:data_o = a_0_next[175:168];
								5'd22:data_o = a_0_next[183:176];
								5'd23:data_o = a_0_next[191:184];
								5'd24:data_o = a_0_next[199:192];
								5'd25:data_o = a_0_next[207:200];
								5'd26:data_o = a_0_next[215:208];
								5'd27:data_o = a_0_next[223:216];
								5'd28:data_o = a_0_next[231:224];
								5'd29:data_o = a_0_next[239:232];
								5'd30:data_o = a_0_next[247:240];
								5'd31:data_o = a_0_next[255:248];
								default:data_o   = 8'b0;
							endcase
					2'b01:case(addr)
								5'd0:data_o = a_1_next[7:0];
								5'd1:data_o = a_1_next[15:8];
								5'd2:data_o = a_1_next[23:16];
								5'd3:data_o = a_1_next[31:24];
								5'd4:data_o = a_1_next[39:32];
								5'd5:data_o = a_1_next[47:40];
								5'd6:data_o = a_1_next[55:48];
								5'd7:data_o = a_1_next[63:56];
								5'd8:data_o = a_1_next[71:64];
								5'd9:data_o = a_1_next[79:72];
								5'd10:data_o = a_1_next[87:80];
								5'd11:data_o = a_1_next[95:88];
								5'd12:data_o = a_1_next[103:96];
								5'd13:data_o = a_1_next[111:104];
								5'd14:data_o = a_1_next[119:112];
								5'd15:data_o = a_1_next[127:120];
								5'd16:data_o = a_1_next[135:128];
								5'd17:data_o = a_1_next[143:136];
								5'd18:data_o = a_1_next[151:144];
								5'd19:data_o = a_1_next[159:152];
								5'd20:data_o = a_1_next[167:160];
								5'd21:data_o = a_1_next[175:168];
								5'd22:data_o = a_1_next[183:176];
								5'd23:data_o = a_1_next[191:184];
								5'd24:data_o = a_1_next[199:192];
								5'd25:data_o = a_1_next[207:200];
								5'd26:data_o = a_1_next[215:208];
								5'd27:data_o = a_1_next[223:216];
								5'd28:data_o = a_1_next[231:224];
								5'd29:data_o = a_1_next[239:232];
								5'd30:data_o = a_1_next[247:240];
								5'd31:data_o = a_1_next[255:248];
								default:data_o   = 8'b0;
							endcase
					2'b10:case(addr)
								5'd0:data_o = a_2_next[7:0];
								5'd1:data_o = a_2_next[15:8];
								5'd2:data_o = a_2_next[23:16];
								5'd3:data_o = a_2_next[31:24];
								5'd4:data_o = a_2_next[39:32];
								5'd5:data_o = a_2_next[47:40];
								5'd6:data_o = a_2_next[55:48];
								5'd7:data_o = a_2_next[63:56];
								5'd8:data_o = a_2_next[71:64];
								5'd9:data_o = a_2_next[79:72];
								5'd10:data_o = a_2_next[87:80];
								5'd11:data_o = a_2_next[95:88];
								5'd12:data_o = a_2_next[103:96];
								5'd13:data_o = a_2_next[111:104];
								5'd14:data_o = a_2_next[119:112];
								5'd15:data_o = a_2_next[127:120];
								5'd16:data_o = a_2_next[135:128];
								5'd17:data_o = a_2_next[143:136];
								5'd18:data_o = a_2_next[151:144];
								5'd19:data_o = a_2_next[159:152];
								5'd20:data_o = a_2_next[167:160];
								5'd21:data_o = a_2_next[175:168];
								5'd22:data_o = a_2_next[183:176];
								5'd23:data_o = a_2_next[191:184];
								5'd24:data_o = a_2_next[199:192];
								5'd25:data_o = a_2_next[207:200];
								5'd26:data_o = a_2_next[215:208];
								5'd27:data_o = a_2_next[223:216];
								5'd28:data_o = a_2_next[231:224];
								5'd29:data_o = a_2_next[239:232];
								5'd30:data_o = a_2_next[247:240];
								5'd31:data_o = a_2_next[255:248];
								default:data_o   = 8'b0;
							endcase
					2'b11:case(addr)
								5'd0:data_o = a_3_next[7:0];
								5'd1:data_o = a_3_next[15:8];
								5'd2:data_o = a_3_next[23:16];
								5'd3:data_o = a_3_next[31:24];
								5'd4:data_o = a_3_next[39:32];
								5'd5:data_o = a_3_next[47:40];
								5'd6:data_o = a_3_next[55:48];
								5'd7:data_o = a_3_next[63:56];
								5'd8:data_o = a_3_next[71:64];
								5'd9:data_o = a_3_next[79:72];
								5'd10:data_o = a_3_next[87:80];
								5'd11:data_o = a_3_next[95:88];
								5'd12:data_o = a_3_next[103:96];
								5'd13:data_o = a_3_next[111:104];
								5'd14:data_o = a_3_next[119:112];
								5'd15:data_o = a_3_next[127:120];
								5'd16:data_o = a_3_next[135:128];
								5'd17:data_o = a_3_next[143:136];
								5'd18:data_o = a_3_next[151:144];
								5'd19:data_o = a_3_next[159:152];
								5'd20:data_o = a_3_next[167:160];
								5'd21:data_o = a_3_next[175:168];
								5'd22:data_o = a_3_next[183:176];
								5'd23:data_o = a_3_next[191:184];
								5'd24:data_o = a_3_next[199:192];
								5'd25:data_o = a_3_next[207:200];
								5'd26:data_o = a_3_next[215:208];
								5'd27:data_o = a_3_next[223:216];
								5'd28:data_o = a_3_next[231:224];
								5'd29:data_o = a_3_next[239:232];
								5'd30:data_o = a_3_next[247:240];
								5'd31:data_o = a_3_next[255:248];
								default:data_o   = 8'b0;
							endcase
					default:data_o = 8'b0;
				endcase
			end
			else if(!start)
				ready_next = 1'b1;
			else
				ready_next = ready;
		end
		else if (done) begin
				ready_next = 1'b0;
				a_0_next = a_0_result;
			end
		else
			ready_next = ready;	
	end
	always@(posedge clk or negedge reset) begin
		if(!reset) begin
			a_0 = 256'b0;
			a_1 = 256'b0;
			a_2 = 256'b0;
			a_3 = 256'b0;
			ready = 1'b0;
		end
		else begin
			a_0 = a_0_next;
			a_1 = a_1_next;
			a_2 = a_2_next;
			a_3 = a_3_next;
			ready = ready_next;
		end
	end
endmodule
==> design/flow/run.sh <==
#!/bin/bash
# OpenROAD 26Q1-2900-gdf79404cd8, Yosys 0.63+post, stock flow scripts
make -C /OpenROAD-flow-scripts/flow DESIGN_CONFIG=/design/flow/config.mk WORK_HOME=/design/flow/orfs finish
==> design/flow/config.mk <==
export PLATFORM = sky130hd
export DESIGN_NAME = Proj2
export DESIGN_NICKNAME = Proj2
export VERILOG_FILES = /design/flow/design.v
export SDC_FILE = /design/flow/constraint.sdc
export NUM_CORES = 4
export LEC_CHECK = 1
export CORE_UTILIZATION = 40
==> design/flow/constraint.sdc <==
current_design Proj2

set clk_period 15.8
set clk_io_pct 0.2

create_clock -name clk0 -period $clk_period [get_ports {clk}]

set non_clock_inputs [all_inputs -no_clocks]
set_input_delay [expr $clk_period * $clk_io_pct] -clock clk0 $non_clock_inputs
set_output_delay [expr $clk_period * $clk_io_pct] -clock clk0 [all_outputs]
==> impl_metrics.toml <==
# implementation run metrics
[status]
status = "finished clean"

[pwr]
p_per_area_mw_per_mm2 = 116
power_leakage_nw = 24.4
ir_drop_v = 0.0000986
power.total_mw = 5.96

[critical_path]
crit_type = "input pin to output pin"
critPathArrivalTime_ns = 8.02
critPathMaxStageDelay_ns = 1.03
cp-start-kind = "input pin"
reg2reg_slack_ns = 12.64
path_cells = "buf_2 > buf_4 > nand2b_1 > nor2_2 > buf_4 > a32oi_1 > nand4_1 > nor4_1 > a21oi_1 > o31a_1 > clkdlybuf4s50_1"
cp_slowest_cell = "nor4_1"
crit_fanout = 30
cp.required_ns = 12.64
end_kind = "output pin"
cp_common_cell = "buf_4"

[layout]
drive_gt1_share_pct = 41.0
logic_area_mm2 = 0.0187
design_area_mm2 = 0.0512
syn_to_final_growth_pct = 12.9
utilization_pct = 45.5
fill_cells = 9858
flop_area_mm2 = 0.0256
layout_top_cells = "mux2_2, dfrtp_1, a22oi_1"
final_common_cell = "mux2_2"

[logic_synthesis]
netlist.area_leader.share_pct = 56.5
ys_cells = 3389
topCellsByArea = "dfrtp_1, mux2_2, a22oi_1, nand2_1, clkbuf_1"
synthArstFlopShare_pct = 100
synthFlopType = "dfrtp_1"
edf_count = 0
ys_warn_count = 258
ys_seq_share_pct = 56.5
yosys_area_mm2 = 0.0454
synth.cell_area_mm2 = 0.0454
synth.avg_cell_area_um2 = 13.4
synth_top_cell_by_area = "dfrtp_1"
ys_types = 71
syn_inst = 3389
ys.flops = 1025

[clock_network]
htreeDepth = 3
cts_tree = "done"
cts_setup_buffers = 0
root_buffer = "clkbuf_16"
holdBufCountCts = 0
post_cts_resized = 0
cts.path.max_buffers = 3
clkTransAtPathRegs_ns = 0.06
clkLatencyLatePin_ns = 0.70
clock_sinks = 1025
cts_buffers = 106

[drt]
antenna_cells = 0
routedWlPerCell_um = 32.3
firstDrtPassIters = 7
drc = 0
viasPerCell = 6.23
antenna_left = 0
drt_iter0_drc = 2692
route.vias.total = 31197
finalWirelength_mm = 162

[grt]
antenna_found_initial = 4
grt_pass1_wl_mm = 235
gr-total-overflow = 0
grt_use_total_pct = 29.6
grt_pass1_vias = 31746
grt_max_degree = 121

[placement]
dpl_cell_area_mm2 = 0.0476
place_hpwl_mm = 104
port_buffers = 28
gp_congestion = 0.965

[final_timing]
min_period_ns = 11.18
max_slew_margin_pct = 18.9
whs_ns = 0.498
max_freq_ghz = 0.0894
setup_viol = 0
final.period_utilization_pct = 70.8
tns_ns = 0
hold_viol_final = 0
rsz0062_at_grt = "false"
fin_skew_ns = 0.0223
slew_viol_final = 0
worstMarginPinSlew_ns = 1.21

[floorplan]
die_w_um = 339
die_h_um = 339
core-area_mm2 = 0.112
io_pins = 29
fp-utilization_pct = 40.3
die_area_mm2 = 0.115
row_count = 123

[job]
tool_warnings = 30
maxCapViolCount = 0

[hold_path]
hold_path_class = "flip-flop to flip-flop"
## cell families (layout without fill, tap and decap cells)
logic type | Yosys count | after routing | share of synthesized area [%]
mux | 1055 | 1055 | 26.1
buf+inv | 259 | 376 | 2.54
compound gates | 544 | 544 | 9.01
flops | 1025 | 1025 | 56.5
simple gates | 506 | 506 | 5.78
## per-layer routing
layer,vias up,GRT usage [%],wire length [um],part of all wire (%)
li1,12728,-,-,-
met1,16524,42.2,64700,40
met2,1536,42.1,70800,44
met3,401,11.6,18000,11
met4,8,11.3,7950,4.9
met5,-,0.250,73,0.045
## worst max-delay path: cells and delay by family
| family | cells | cell delay (ns) |
|---|---|---|
| AND/OR/NAND/NOR | 4 | 2.22 |
| AND-OR/OR-AND | 3 | 0.97 |
| buffers and inverters | 4 | 1.63 |
## sequential cells by signal, summed over array words and instances, names as in the netlist
signal  cells
ready       1
a_3       256
a_2       256
a_1       256
a_0       256
## where the power goes
part	leakage [nW]	switching, mW	internal, mW
sequential	14.0	0.107	2.82
clock	1.79	1.09	1.50
combinational	8.62	0.261	0.188
## synth_stat cells, drive strengths merged (17+ instances only)
| master | instances |
|---|---|
| nand3 | 28 |
| a21oi | 29 |
| a22o | 34 |
| o21ai | 33 |
| nand4 | 63 |
| nand2 | 170 |
| mux2i | 19 |
| nor3 | 23 |
| mux2 | 1036 |
| buf | 103 |
| a22oi | 350 |
| nor2 | 107 |
| clkbuf | 153 |
| nor4 | 22 |
| dfrtp | 1025 |
| a222oi | 17 |
| and3 | 35 |
## final cells by class
cell class | count | share of cell area, %
tap | 1500 | 3.67
clock buffer | 156 | 6.18
inverter | 3 | 0.0220
multi-input combinational | 2105 | 36.5
timing repair buffer | 175 | 2.67
clock inverter | 42 | 0.841
sequential | 1025 | 50.1
## worst paths after layout
path	startpoint	end	cells past startpoint
hold reg to reg	a_0[20]	a_0[20]	1
setup reg to reg	ready	a_2[234]	4
hold / removal	a_0[20]	a_0[20]	1
max in group asynchronous	reset	a_1[74]	5
min in group asynchronous	reset	a_2[189]	1
setup / recovery	addr[0]	data_o[0]	11
## stage by stage
step                cells  setup slack (ns)
detailed placement   4808              4.84
floorplan            3389              7.77
CTS                  5006              4.83
global route         5006              4.44
finish               5006              4.62
global placement     4808              4.84
No activity file was given, so power comes from the tool's default toggle rates.
